<file path="flow/design.v">
`timescale 1ns / 1ps
module enc_quad (
  input  wire       clk,         
  input  wire       enc_a,       
  input  wire       enc_b,       
  input  wire       btn_rst,     
  output reg        step_p,      
  output reg        dir,         
  output reg [15:0] pos          
);
  reg a1=1,b1=1,a2=1,b2=1;
  always @(posedge clk) begin
    a1 <= enc_a; a2 <= a1;
    b1 <= enc_b; b2 <= b1;
  end
  reg [6:0] div=0;
  reg da=1, db=1;        
  reg pa=1, pb=1;        
  always @(posedge clk) begin
    if (div==7'd99) begin
      div <= 0;
      pa <= da; pb <= db;
      da <= a2; db <= b2;
    end else begin
      div <= div + 1;
    end
  end
  reg [1:0] prev=2'b11;
  wire [1:0] cur = {da,db};
  function signed [1:0] quad_dir;
    input [1:0] s0, s1;
    begin
      case ({s0,s1})
        4'b00_01,4'b01_11,4'b11_10,4'b10_00: quad_dir =  1;
        4'b00_10,4'b10_11,4'b11_01,4'b01_00: quad_dir = -1;
        default:                               quad_dir =  0;  
      endcase
    end
  endfunction
  always @(posedge clk) begin
    step_p <= 1'b0;
    if (div==0) begin
      if (cur != prev) begin
        case (quad_dir(prev,cur))
          1:  begin dir<=1; step_p<=1; pos <= pos + 1; end
         -1:  begin dir<=0; step_p<=1; pos <= pos - 1; end
          0:    ;
        endcase
        prev <= cur;
      end
    end
    if (btn_rst) pos <= 0;  
  end
endmodule
</file>
<file path="flow/constraint.sdc">
current_design enc_quad

set clk_period 5.1
set clk_io_pct 0.2

create_clock -name clk0 -period $clk_period [get_ports {clk}]

set non_clock_inputs [all_inputs -no_clocks]
set_input_delay [expr $clk_period * $clk_io_pct] -clock clk0 $non_clock_inputs
set_output_delay [expr $clk_period * $clk_io_pct] -clock clk0 [all_outputs]
</file>
<file path="flow/config.mk">
export PLATFORM = sky130hd
export DESIGN_NAME = enc_quad
export DESIGN_NICKNAME = enc_quad
export VERILOG_FILES = /design/flow/design.v
export SDC_FILE = /design/flow/constraint.sdc
export NUM_CORES = 4
export LEC_CHECK = 1
export CORE_AREA = 10 10 106 106
export DIE_AREA = 0 0 116 116
</file>
<file path="flow/run.sh">
#!/bin/bash
# OpenROAD 26Q1-2900-gdf79404cd8, Yosys 0.63+post, stock flow scripts
make -C /OpenROAD-flow-scripts/flow DESIGN_CONFIG=/design/flow/config.mk WORK_HOME=/design/flow/orfs finish
</file>
==> job_summary.md <==
## PnR job results

| Metric | Value |
|---|---|
| Post-DR wirelength/cell | `between 10 and 15 um` |
| Cell Chain, Critical Path | `inv_1, ha_1, or3b_1, nand3_1, nand2_1, xnor2_1, ha_1, or3_1, or4_1, or4_1, a21oi_1, mux2_1` |
| Post-synth EDFFs | `5` |
| Worst hold path class | `reg -> reg` |
| CP peak stage delay | `0.47 ns` |
| Post-synth cell types | `37` |
| Longest Clk Path Bufs | `2` |
| CTS tree | `done` |
| Largest net degree at the start of global routing | `31` |
| Status | `completed` |
| Simple Share, Synth | `0.278` |
| Row Count | `34` |
| Max-slew headroom | `0.547` |
| Register area share after synthesis | `0.365` |
| Postcts setup bufs | `0` |
| Antenna Violating Nets Remaining | `0` |
| Die ar. | `13500 um2` |
| Avg Inst Size Synth | `about 8.7 um2` |
| Placed inst area | `2230 um2` |
| Endpoints failing setup | `0` |
| Share of power burned in the clock network | `0.384` |
| Max-Cap Viols | `0` |
| Root Buffer | `clkbuf_8` |
| Worst skew pair latency | `0.28 ns` |
| Net Sw Frac | `0.246` |
| FP Core Util | `0.220` |
| Gr usage total | `0.0635` |
| Critical Path AT | `between 4 and 5 ns` |
| Worst-path clk slew | `0.07 ns` |
| Final Cell Area | `between 2000 and 2500 um2` |
| Top cells by count | `28 x dfxtp_1, 26 x nor2_1, 16 x nor2b_1` |
| Post-route minimum period | `about 4.2 ns` |
| Initial antenna violation count | `0` |
| Starting DRT DRC Count | `between 70 and 80` |
| Dominant flop cell | `dfxtp_1` |
| CTS Buf Count | `5` |
| Yosys stat cell total | `roughly 230` |
| Sequential power share | `0.539` |
| Number of vias per cell | `around 4.8` |
| Hpwl dp | `~3000 um` |
| Post-cts gate resize count | `0` |
| Mapped Area | `approximately 1900 um2` |
| Worst Tran Pin Value | `0.674 ns` |
| Final Max Slew Viols | `0` |
| Drt first pass iters | `4` |
| Vias | `1671` |
| Combinational share of power | `0.077` |
| CP Class | `reg -> reg` |
| Area of the core | `8850 um2` |
| Worst Path Max Fanout | `13` |
| IO Port Bufs | `21` |
| Critical Path Stages | `12` |
| Yosys top cell by instances | `dfxtp_1` |
| Worst path bufs/invs | `1` |
| Critical-path top delay cell | `edfxtp_1` |
| R2R depth | `12` |
| Crit path DRT | `between 5 and 6 ns` |
| Syn Inst Count | `around 230` |
| Dominant kind of combinational cell | `simple AND/OR/NAND/NOR gates` |
| Post-synth top area share | `0.288` |
| RSZ-0062 raised after global routing | `false` |
| CP top delay family | `simple AND/OR/NAND/NOR gates` |
| Die Y | `~120 um` |
| Yosys stat chip area | `1950 um2` |
| Final Cycle Share | `0.817` |
| Area growth syn-to-layout | `19.5%` |
| First-pass GRT wire length | `about 7200 um` |
| VDD IR-drop max | `0.0949 mV` |
| Fmax | `~240 MHz` |
| H-Tree Depth | `2` |
| Clock Skews | `between 0.005 and 0.006 ns` |
| I/O pins | `22` |
| Vias in the first global route | `roughly 1500` |
| Post-route DRC | `0` |
| FF+latch count, synth | `33` |
| XOR-XNOR Cells, Area Fraction | `0.0450` |
| Die Width | `roughly 120 um` |
| Grt ovf | `0` |
| # diodes | `0` |
| Final Hold Fails | `0` |
| Fraction of registers with async set/reset | `0` |
| Area leader, netlist | `dfxtp_1` |
| MUX area fraction | `0.0906` |
| Pint | `slightly below 0.4 mW` |
| CTS Sinks | `33` |
| Yosys aoi share | `0.120` |
| Worst Setup End Kind | `flop` |
| CP Launch Type | `flop` |
| Main area contributors | `dfxtp_1 29%, edfxtp_1 7.7%, mux2_2 5.8%, nor2b_1 5.1%, nor2_1 5.0%` |
| # hold bufs at CTS | `0` |
| Hold Path Cell Cnt | `0` |
| Share of post-route cells with drive strength above 1 | `0.0958` |
| Pwr Density | `220 nW/um2` |
| Routed wire length | `approximately 4300 um` |
| Sw power | `approximately 0.13 mW` |
| GPL Wtd Cong | `just under 0.9` |
| OpenROAD warnings | `29` |
| YS warnings | `1` |
| Adder-cell area share of the yosys netlist | `0.0450` |
| Setup_tns | `0 ns` |
| LEAKAGE | `0.862 nW` |
power groups by stage:
| stage | combinational [mW] | clock, mW | sequential (mW) |
|---|---|---|---|
| CTS | 0.0399 | 0.207 | 0.276 |
| global route | 0.0446 | 0.217 | 0.277 |
| finish | 0.0394 | 0.197 | 0.276 |
metal layers:
metal	wire length (um)	GRT usage	up-vias
li1	-	-	847
met5	0	0	-
met2	1820	0.0952	57
met1	2020	0.0897	763
met4	27	0.00584	0
met3	403	0.0230	4
state kept, by name, summed over array words and instances (netlist names):
register and cells:
pos 16, step_p 1, b2 1, da 1, a1 1, a2 1, div 7, db 1
dir 1, b1 1, prev 2
final timing paths:
kind	endpoint	slack, ns	from
hold reg to reg	a2	0.33	a1
setup / recovery	pos[10]	0.93	da
setup reg to reg	pos[10]	0.93	da
hold / removal	a2	0.33	a1
kinds of logic after synthesis:
logic type	after synthesis
flip-flops	33
XOR/XNOR	10
AND-OR/OR-AND	34
buffers and inverters	25
multiplexers	16
adder cells (fa/ha/maj)	7
AND/OR/NAND/NOR	100
placed cells by master, fill, tap and decap left out, drive strengths merged, types with 6 or more instances in the layout:
cell / count
dfxtp: 28
nor2: 26
clkdlybuf4s50: 21
o2111ai: 6
a21oi: 15
inv: 8
xnor2: 6
nor3: 8
mux2: 13
nand4: 6
ha: 7
nor2b: 16
nand3: 13
metrics by stage:
step	power (mW)	worst slack [ns]	instances	hold slack [ns]	util
after floorplan	0.306	1.63	225	0.310	-
after global placement	0.322	1.06	340	0.313	0.253
after detailed placement	0.322	0.986	340	0.316	0.253
after CTS	0.523	0.965	348	0.335	0.263
after global routing	0.539	0.691	348	0.337	0.263
final	0.513	0.934	348	0.331	0.263
final cells by class:
class | instances | area [um2]
well taps | 108 | 135
inverters | 8 | 30.0
repair buffers | 24 | 233
clock inverters | 3 | 22.5
fillers | 958 | 6520
flip-flops and latches | 33 | 711
multi-input cells | 167 | 1130
clock buffers | 5 | 68.8
Power is estimated from default activity; no workload was simulated.
