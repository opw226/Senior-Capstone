==> flow/config.mk <==
export PLATFORM = sky130hd
export DESIGN_NAME = Debouncer
export DESIGN_NICKNAME = Debouncer
export VERILOG_FILES = /design/flow/design.v
export SDC_FILE = /design/flow/constraint.sdc
export NUM_CORES = 4
export LEC_CHECK = 1
export CORE_AREA = 10 10 70 70
export DIE_AREA = 0 0 80 80
==> flow/constraint.sdc <==
current_design Debouncer

set clk_period 2.7
set clk_io_pct 0.2

create_clock -name clk0 -period $clk_period [get_ports {clk}]

set non_clock_inputs [all_inputs -no_clocks]
set_input_delay [expr $clk_period * $clk_io_pct] -clock clk0 $non_clock_inputs
set_output_delay [expr $clk_period * $clk_io_pct] -clock clk0 [all_outputs]
==> flow/design.v <==
`timescale 1ns / 1ps
module Debouncer #(
    parameter integer SAMPLE_DIV = 100   
)(
    input  wire clk,
    input  wire Ain,
    input  wire Bin,
    output reg  Aout = 1'b0,
    output reg  Bout = 1'b0
);
  reg [$clog2(SAMPLE_DIV)-1:0] div = 0;
  reg sa = 1'b0, sb = 1'b0;
  always @(posedge clk) begin
    sa <= Ain;
    sb <= Bin;
    if (div == SAMPLE_DIV-1) begin
      div <= 0;
      if (sa == Ain) Aout <= Ain;
      if (sb == Bin) Bout <= Bin;
    end else begin
      div <= div + 1;
    end
  end
endmodule
==> flow/run.sh <==
#!/bin/bash
# OpenROAD 26Q1-2900-gdf79404cd8, Yosys 0.63+post, stock flow scripts
make -C /OpenROAD-flow-scripts/flow DESIGN_CONFIG=/design/flow/config.mk WORK_HOME=/design/flow/orfs finish
==> out/summary.log <==
INFO  status         run_status=completed
INFO  setup_path     crit_slowest_cell=clkdlybuf4s50_1
INFO  place          gp_congestion=0.7619
INFO  setup_path     rr_startpoint=div[0]
INFO  setup_path     worstPathRequired=2.16ns
INFO  global_routing vias_in_the_first_global_route=223
INFO  place          post_detailed_placement_cell_area=516.7squm
INFO  yosys          yosysWarnings=1
INFO  global_routing largest_net_degree_at_the_start_of_global_routing=7
INFO  place          numPortBuffers=4
INFO  sta            fin_hold_ws=0.4639ns
INFO  sta            tightestPinTransition=0.2061ns
INFO  clock_tree     cts.path.max_buffers=2
INFO  setup_path     worstPathMaxFanout=1
INFO  clock_tree     holdBufCountCts=0
INFO  clock_tree     insertion_delay=0.26ns
INFO  global_routing first_pass_grt_wire_length=938um
INFO  finish         design_area=543.0squm
INFO  setup_path     critical_path_arrival=1.03ns
INFO  setup_path     timing.rr.end=Aout
INFO  sta            rsz0062_at_grt=false
INFO  min_path       holdPathStages=1
INFO  route          post-route-drc-count=0
INFO  route          drt-pass1-iter-count=3
INFO  sta            finalClockPeriodUsage=58.07%
INFO  setup_path     path_buffers=1
INFO  route          drt_first_iter_violations=5
INFO  sta            final_hold_viol_count=0
INFO  global_routing grt_remaining_overflow=0
INFO  setup_path     path_delay_family=buffers and inverters
INFO  run            log.warning_count=25
INFO  global_routing grt_use_total=1.911%
INFO  min_path       min_delay_worst_endpoint=div[0]
INFO  clock_tree     path_clk_slew=0.06ns
INFO  floorplan      floorplan.die.width=80um
INFO  yosys          netlist-cell-type-count=18
INFO  setup_path     critical_setup_path_class=reg2out
INFO  yosys          synth-seq-area-share=57.31%
INFO  floorplan      io-pin-count=5
INFO  place          place.detailed.hpwl=447.4um
INFO  setup_path     cp_cell_sequence=clkdlybuf4s50_1
INFO  sta            fin_skew=0.002588ns
INFO  pwr            total_leakage_power=0.1741nW
INFO  yosys          ys_area=419.2squm
INFO  sta            max_slew_margin_vs_limit=86.21%
INFO  floorplan      core_region_area=0.003416sqmm
INFO  yosys          syn_area_per_cell=10.75squm
INFO  route          wl_per_cell=6.570um
INFO  sta            post-route-min-period=1.568ns
INFO  yosys          yosys_cells=39
INFO  setup_path     slowest_cell_delay_on_critical_path=0.45ns
INFO  clock_tree     tritoncts=yes
INFO  setup_path     crit_path_start_kind=register
INFO  yosys          mappedNetlistArea=419.2squm
INFO  clock_tree     cts.sinks=11
INFO  global_routing initial_antenna_violation_count=0
INFO  floorplan      chip_area=0.006400sqmm
INFO  floorplan      die_y=80um
INFO  finish         final_layout_size_suffix_gt1_share=8.511%
INFO  sta            tns=0ns
INFO  sta            setup_viol_count_final=0
INFO  pwr            p_per_area=534.5mW/mm^2
INFO  floorplan      core.rowCount=21
INFO  setup_path     worstSetupEndpointType=output port
INFO  sta            clock.fmax=0.6378GHz
INFO  clock_tree     cts_repair_resized_insts=0
INFO  finish         area.growth.synth_to_final=29.55%
INFO  setup_path     r2r_cells=4
INFO  route          route.antenna.diode_count=0
INFO  min_path       hold_wc_startpoint=div[0]
INFO  setup_path     timing.reg2reg.setup_slack=1.21ns
INFO  run            timing.max_cap.violations=0
INFO  route          num_vias=282
INFO  sta            timing_max_transition_violations_final=0
INFO  yosys          ys.flops=11
INFO  route          route.final.wire_length=611um
INFO  clock_tree     post_cts.repair.setup_buffers=0
INFO  clock_tree     clk_root_buffer_cell=clkbuf_4
INFO  min_path       timing.hold.worst.class=reg2reg
INFO  clock_tree     cts.htree.levels=1
INFO  route          via_per_inst=3.032
INFO  yosys          syn-instance-count=39
INFO  pwr            peakVddDrop=0.1203mV
INFO  floorplan      initial_core_util=12.27%
INFO  route          final_antenna_net_count=0
INFO  clock_tree     tritoncts.num_buffers=3
-- layer usage --
layer / wire length, um / part of all wire, % / track usage [%]
met5: 0 / 0 / 0
met1: 341 / 56 / 2.571
met4: 0 / 0 / 0.1761
met3: 79 / 13 / 2.045
met2: 190 / 31 / 2.006
-- cell type report --
cell class	instances	area [sq um]
tap	46	57.56
multi-input combinational	28	178.9
timing repair buffer	4	40.04
fill	387	2873
clock buffer	4	26.28
sequential	11	240.2
-- state kept, by name, indices dropped and copies added (netlist names) --
name,flops
div,7
Aout,1
sa,1
Bout,1
sb,1
-- worst max-delay path by stage --
| stage | startpoint | depth (start not counted) | to | slack, ns |
|---|---|---|---|---|
| 6_report | Aout | 1 | Aout | 1.13 |
| 5_1_grt | div[0] | 4 | Aout | 1.09 |
| 4_1_cts | Aout | 1 | Aout | 1.12 |
-- cell usage after synthesis, drive strengths merged --
cell	number	share of area [%]
o21ai	1	1.2
or3	1	1.5
edfxtp	2	14
a41oi	1	2.1
or2	1	1.5
nand2	2	1.8
nor2	6	5.4
nand4bb	1	2.7
xor2	2	4.2
dfxtp	9	43
and2	2	3.0
ha	1	3.0
nand3	3	4.8
a21oi	2	2.4
xnor2	3	6.3
or2b	1	1.8
nor3	1	1.2
-- layout by cell type (no fill, tap or decap), drive strengths merged --
cell type and n:
a21oi 2, a41oi 1, and2 2, clkbuf 4, clkdlybuf4s50 4, dfxtp 9, edfxtp 2, ha 1
nand2 2, nand3 3, nand4bb 1, nor2 6, nor3 1, o21ai 1, or2 1, or2b 1
or3 1, xnor2 3, xor2 2
-- cells by family after synthesis --
group	count (synthesis)	synth area share, %
DFF	11	57.31
and+or+nand+nor	18	23.58
adders and majority gates	1	2.985
AOI/OAI and AO/OA	4	5.671
xor gates and xnor gates	5	10.45
-- report_power, final --
part / internal, W / switching (W)
Combinational: 0.00000781 / 0.00000321
Clock: 0.0000571 / 0.0000495
Sequential: 0.000172 / 0.00000106
-- per-stage QoR --
step | instances | worst slack, ns | util (%) | total power (W)
after floorplan | 39 | 1.342 | - | 0.0001789
after global placement | 89 | 1.151 | 15.13 | 0.0001876
after detailed placement | 89 | 1.139 | 15.13 | 0.0001875
after CTS | 93 | 1.116 | 15.90 | 0.0002958
after global routing | 93 | 1.089 | 15.90 | 0.0003049
final | 93 | 1.132 | 15.90 | 0.0002903
No activity file was given, so power comes from the tool's default toggle rates.
